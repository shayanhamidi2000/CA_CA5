===== /design/flow/config.mk =====
export PLATFORM = sky130hd
export DESIGN_NAME = Counter
export DESIGN_NICKNAME = Counter
export VERILOG_FILES = /design/flow/design.v
export SDC_FILE = /design/flow/constraint.sdc
export NUM_CORES = 4
export LEC_CHECK = 1
export CORE_AREA = 10 10 86 86
export DIE_AREA = 0 0 96 96

===== /design/flow/constraint.sdc =====
current_design Counter

set clk_period 1.9
set clk_io_pct 0.2

create_clock -name clk0 -period $clk_period [get_ports {clk}]

set non_clock_inputs [all_inputs -no_clocks]
set_input_delay [expr $clk_period * $clk_io_pct] -clock clk0 $non_clock_inputs
set_output_delay [expr $clk_period * $clk_io_pct] -clock clk0 [all_outputs]

===== /design/flow/design.v =====
module Counter(input clk,rst,CEn, output reg [12:0]count);
	always @(posedge clk , posedge rst) begin
		if(rst) count <= 13'b0;
		else if(CEn) count <= count + 1; 
		else count <= count;
	end
endmodule

===== /design/flow/run.sh =====
#!/bin/bash
# OpenROAD 26Q1-2900-gdf79404cd8, Yosys 0.63+post, stock flow scripts
make -C /OpenROAD-flow-scripts/flow DESIGN_CONFIG=/design/flow/config.mk WORK_HOME=/design/flow/orfs finish

==> flow_summary.toml <==
# yosys + openroad results
[timing]
worst_hold_slack_ns = 0.4618
slew-limit-headroom_pct = 66.87
timing.fmax_mhz = 622.2
worst_pin_slew_ns = 0.4964
period_minus_slack_ns = 1.607
finalSetupViolCount = 0
setup_ws_ns = 0.2928
fin_tns_setup_ns = 0
skew_ns = 0.002209
rsz0062_at_grt = "no"
hold_viol = 0
report.final.slew_viol_count = 0
fin_crit_sh_pct = 84.59

[pwr]
p_sw_mw = 0.3076
internal_power_mw = 0.7031
pwr-share-comb_pct = 28.8
powerDensity_mw_per_mm2 = 1176
clockPowerShare_pct = 24.2
power_leakage_nw = 0.3619
p_seq_share_pct = 47.0
ir_worst_vdd_mv = 0.2541
swShare_pct = 30.43

[drt]
drc_errors = 0
drt_first_pass_iters = 3
viasPerCell = 2.857
wl_per_cell_um = 10.12
wl_um = 1417
drt-initial-drc-count = 25
antenna_left = 0
via_count = 400
antennaDiodeCount = 0

[place]
dp.cells = 136
dpl.hpwl_um = 1111
place_congestion = 0.7948
dp_slack_ns = 0.1466
portBuffers = 15

[yosys]
synth-async-reset-ratio_pct = 100.0
common_cells = "dfrtp_1, xor2_1, xnor2_1"
syn_inst = 50
ys_warn_count = 1
ys_cells = 50
ys.flops = 13
yosys.stat.seqShare_pct = 56.16
most_common_cell = "dfrtp_1"
synth-edff-count = 0
syn_area_sq_um = 579.3
top_cell_area_share_pct = 56.16
ys_chip_area_sq_um = 579.3
top_area_cell = "dfrtp_1"
dominantRegCellSynth = "dfrtp_1"
avgSynthCellArea_sq_um = 11.59
yosys.cell_types.count = 14
area_leaders = "dfrtp_1, xor2_1, xnor2_1"

[grt]
antenna_found_initial = 0
groute.usage.overall_pct = 3.230
grt_pass1_wl_um = 2283
grt-ovfl-total = 0
grt_max_degree = 14
grt_pass1_vias = 403

[finish]
top_register = "count"
syn2layout_area_growth_pct = 48.38
final_cell_count_no_fill = 140
reg.largest.list = "count x13"
largest_reg_flops = 13
drive_above_1_share_pct = 8.824

[cts]
post_cts_buffers = 0
max-clock-path-buffers = 2
cts-root-buf = "clkbuf_8"
cts_made_buffers = 3
cts_tree = "built"
path_clk_slew_ns = 0.06
ctsResizeCount = 0
cts.hold.buffers_added = 0
clock_latency_ns = 0.24
clock_sinks = 13
htreeDepth = 1

[die]
die_w_um = 96
die-height_um = 96
row_count = 27
core_sq_mm = 0.005540
die_area_sq_mm = 0.009216
ios = 16
initial_utilization_pct = 10.46

[setup_path]
path_cells = "clkdlybuf4s50_1"
worstSetupEndpointType = "output port"
cpPeakStageDelay_ns = 0.52
worstPathArrival_ns = 1.23
critPathRequiredTime_ns = 1.52
cp_slowest_cell = "clkdlybuf4s50_1"
start_kind = "flip-flop"
critPathTopFamily = "buffers and inverters"
critPathKind = "reg2out"
crit_buf_inv = 1
cp_max_fo = 6

[min_path]
hold_class = "reg2reg"

[flow_run]
cap_viol_max_count = 0
warnings = 25

[status]
status = "finished, final reports clean"
[placed cells by master, fill, tap and decap left out, drive strengths merged]
cell / n
xor2: 7
nand2: 3
nor2: 2
dfrtp: 13
clkbuf: 4
mux2: 1
nor4: 2
ha: 1
clkdlybuf4s50: 15
inv: 3
xnor2: 5
nand3: 4
nor3: 4
nand4: 4
[power groups by stage]
| stage | clock network [mW] | logic [mW] | registers, mW |
|---|---|---|---|
| 4_1_cts | 0.249 | 0.309 | 0.477 |
| 5_1_grt | 0.264 | 0.331 | 0.496 |
| 6_report | 0.245 | 0.291 | 0.475 |
[logic make-up after synthesis]
group / Yosys count / share of synthesized area (%)
mux: 1 / 1.944
xor+xnor: 12 / 18.14
fa+ha+maj: 1 / 2.159
flops: 13 / 56.16
buf+inv: 4 / 2.807
simple gates: 19 / 18.79
[cell type report]
type,count,area [sq um]
sequential,13,325.3
tap,72,90.09
inverter,3,11.26
clock buffer,4,45.04
multi-input combinational,33,237.7
fill,627,4681
timing repair buffer,15,150.1
[per-layer routing]
layer	GRT usage [%]	vias to the layer above	share of wire, %
li1	-	207	-
met1	3.942	182	41
met2	4.540	9	43
met3	2.358	2	15
met4	0.6143	0	1.3
met5	0	-	0
[worst paths after layout]
path | to | cells after the start | from | slack (ns)
max | count[2] | 1 | count[2] | 0.29
min | count[12] | 1 | count[12] | 0.46
max reg2reg | count[8] | 4 | count[0] | 0.48
min reg2reg | count[12] | 1 | count[12] | 0.46
max in group asynchronous | count[2] | 2 | rst | 1.09
min in group asynchronous | count[12] | 2 | rst | 0.47
[stage by stage]
stage / area [sq um] / util [%] / total power [mW]
global route: 859.6 / 15.51 / 1.091
detailed placement: 814.5 / 14.70 / 0.7840
global placement: 814.5 / 14.70 / 0.7807
floorplan: 579.3 / - / 0.5668
finish: 859.6 / 15.51 / 1.011
CTS: 859.6 / 15.51 / 1.034
Power figures rest on the tool's default switching activity, not on a simulated workload.
